==> /design/flow/design.v <==
module trigger (
input clock,
input reset,
input trigger_write_enable,
input trigger_side,
input trigger_direction,
input [7:0] trigger_price,
input [7:0] bid_price,
input [7:0] ask_price,
output reg trigger_satisfied = 0
);
parameter 	IDLE = 2'b00,
			READ_TRIGGER = 2'b11,
			BID_STATE = 2'b01,
			ASK_STATE = 2'b10;
reg [1:0] c_state, n_state;
reg s_trigger_side;
reg s_trigger_direction;
reg s_trigger_write_enable;
reg [7:0] s_trigger_price;
always @ (posedge(clock), posedge(reset))
begin
	if(reset)
	begin
		c_state <= IDLE;
	end else
		c_state <= n_state;
end
always @(c_state, s_trigger_write_enable, trigger_side)
begin
    case (c_state)
		IDLE			: 	if(!s_trigger_write_enable) 	
								n_state = IDLE;
							else						n_state = READ_TRIGGER;
		READ_TRIGGER	:	if(!s_trigger_write_enable && !trigger_direction)
								n_state = BID_STATE;
							else if(!s_trigger_write_enable && trigger_direction)
								n_state = ASK_STATE;
							else
								n_state = READ_TRIGGER;
		BID_STATE				:	if(s_trigger_write_enable) 	
								n_state = READ_TRIGGER;
							else						
								n_state = BID_STATE;
		ASK_STATE				:	if(s_trigger_write_enable) 	
								n_state = READ_TRIGGER;
							else						
								n_state = ASK_STATE;
		endcase
end
always @(posedge(clock))
begin
	if (reset == 0)
	begin
		trigger_satisfied <= 1'b0;
		s_trigger_side <= 1'b0;
		s_trigger_direction <= 1'b0;
		s_trigger_write_enable <= 1'b1;
		s_trigger_price <= 8'b0;
		trigger_satisfied <= 1'b0;
	end else
	begin
		s_trigger_write_enable <= trigger_write_enable;
		case (n_state)
			IDLE :
            begin
				s_trigger_side <= s_trigger_side;
				s_trigger_direction <= s_trigger_direction;
				s_trigger_write_enable <= s_trigger_write_enable;
				s_trigger_price <= s_trigger_price;
				trigger_satisfied <= 1'b0;
            end
			READ_TRIGGER :
			begin
                s_trigger_side <= trigger_side;
				s_trigger_direction <= trigger_direction;
				s_trigger_write_enable <= trigger_write_enable;
				s_trigger_price <= trigger_price;
				trigger_satisfied <= 1'b0;
			end	
			BID_STATE:	
            begin
				s_trigger_side <= s_trigger_side;
				s_trigger_direction <= s_trigger_direction;
				s_trigger_write_enable <= s_trigger_write_enable;
				s_trigger_price <= s_trigger_price;
				if(bid_price > s_trigger_price)
					trigger_satisfied <= s_trigger_direction;
				else
					trigger_satisfied <= !(s_trigger_direction); 
            end
			ASK_STATE:
            begin
				s_trigger_side <= s_trigger_side;
				s_trigger_direction <= s_trigger_direction;
				s_trigger_write_enable <= s_trigger_write_enable;
				s_trigger_price <= s_trigger_price;
				if(bid_price > s_trigger_price)
					trigger_satisfied <= !(s_trigger_direction);
				else
					trigger_satisfied <= s_trigger_direction;
            end
			endcase
	end
end
endmodule
==> /design/flow/run.sh <==
#!/bin/bash
# OpenROAD 26Q1-2900-gdf79404cd8, Yosys 0.63+post, stock flow scripts
make -C /OpenROAD-flow-scripts/flow DESIGN_CONFIG=/design/flow/config.mk WORK_HOME=/design/flow/orfs finish
==> /design/flow/config.mk <==
export PLATFORM = sky130hd
export DESIGN_NAME = trigger
export DESIGN_NICKNAME = trigger
export VERILOG_FILES = /design/flow/design.v
export SDC_FILE = /design/flow/constraint.sdc
export NUM_CORES = 4
export LEC_CHECK = 1
export CORE_AREA = 10 10 77 77
export DIE_AREA = 0 0 87 87
==> /design/flow/constraint.sdc <==
current_design trigger

set clk_period 2.8
set clk_io_pct 0.2

create_clock -name clk0 -period $clk_period [get_ports {clock}]

set non_clock_inputs [all_inputs -no_clocks]
set_input_delay [expr $clk_period * $clk_io_pct] -clock clk0 $non_clock_inputs
set_output_delay [expr $clk_period * $clk_io_pct] -clock clk0 [all_outputs]
==> reports/notes.md <==
* port buffer count: 20
* Max-Cap Viols: 0
* maximum single-stage delay on the critical path: 0.46 ns
* quantity of hold-fixing buffers added after cts: 0
* total CTS buffers: 3
* Seq/Total Area, Yosys: 0.3807
* leading cell types in the layout, fill and taps excluded: clkdlybuf4s50_1 (20), nor2_1 (13), inv_1 (12), ha_1 (11), dfxtp_1 (11)
* critical path, cell by cell: clkdlybuf4s50_1, nor2b_1, o21ai_0, and2b_1, ha_1, nor2_1, nand3_1, a211o_1, nand3_1
* Worst R2R Setup Slack: 0.69 ns
* insertion delay to the later sink of the worst-skew pair: 0.24 ns
* CP delay by family, top: simple AND/OR/NAND/NOR gates
* startpoint of the worst register-to-register path: c_state[1]
* final cycle utilization of the critical path: 0.8120
* area of the core: 4354 um^2
* post-route setup TNS: 0 ns
* ratio of total power to cell area: 375.5 nW/um^2
* launch point of the worst hold path: s_trigger_write_enable
* depth of the worst register-to-register path: 8
* residual antenna-violating net count after detailed routing: 0
* Worst Clk Skew: 0.003691 ns
* required time reported for the critical path endpoint: 2.99 ns
* final cell utilization of the core: 0.2649
* Post-Synthesis Mean Instance Area: 9.384 um^2
* Synth Instances: 90
* maximum vdd drop: 0.1629 mV
* CP Data Arrival Time: 2.46 ns
* ys flops: 15
* first drt pass iteration count: 4
* distinct cell type count of the synthesized netlist: 27
* static leakage: 0.4418 nW
* layout cells sized above 1: 0.09735
* gr ovfl total: 0
* HPWL after detailed placement: 1410 um
* Fmax achieved: 0.4399 GHz
* Largest cells by area: dfxtp_1 (26%), ha_1 (16%), mux2i_1 (12%)
* most frequent cell on the critical path: nand3_1
* top cell type's share of synthesized area: 0.2607
* # Cells Yosys: 90
* tally of OpenROAD warnings: 36
* number of DRC markers after the initial detailed-route iteration: 54
* via count of the first global-routing pass: 662
* final setup violation count: 0
* normalized max-slew margin: 0.8177
* vertical die size: 87 um
* pre-placement core utilization: 0.1940
* Pins Over Slew Limit: 0
* RR Endpoint: trigger_satisfied
* Horiz. Die Dim: 87 um
* number of endpoints with negative hold slack in the final report: 0
* warnings from Yosys: 1
* Min-Delay Endpoint: c_state[0]
* number of primary I/O pins: 30
* slowest CP cell: clkdlybuf4s50_1
* Final Wtd Congestion: 0.7526
* global-route wire length before repair: 2967 um
* clock tree from TritonCTS: done
* post-synthesis instance area: 844.6 um^2
* Worst Max-Slew Pin Slew: 0.2730 ns
* synthesis-to-layout area growth: 36.59%
* number of antenna repair diodes: 0
* clock tree sinks: 15
* outcome: completed
* most common cell after layout, fill and taps aside: clkdlybuf4s50_1
* CTS H-tree depth: 1
* launching element type of the critical path: input port
* area figure in the yosys stat output: 844.6 um^2
* Die Footprint: 7569 um^2
* type of the most critical hold path: flip-flop to flip-flop
* final cell count without fillers: 165
* cell type with the highest aggregate area in the netlist: dfxtp_1
* Worst setup EP type: flip-flop
* number of fillers in the final layout: 441
* setup repair after global routing missed its margin: false
* pin count of the biggest net entering global routing: 15
* antenna violations before repair: 0
* via count: 660
* Critical Path Fanout Max: 4
* Crit path buffers/inverters: 1
* clock transition at the registers of the reported paths: 0.06 ns
* total wirelength of the detailed-routed design: 1771 um
* placement row count: 24
* number of placed instances, taps included: 161
* wire length per cell after detailed routing: 10.73 um
* number of stages on the worst hold path: 1
* Final min period: 2.273 ns
* post-cts gate resize count: 0
* cell at the root of the clock tree: clkbuf_8
* number of post-CTS setup repair buffers: 0
* GR Util All Layers: 0.04741
* Longest Clk Path Bufs: 2
* CP Class: input port to flip-flop
* via density per instance: 4.000
* DRC violation count after routing: 0
[worst max path at each step]
stage                       end  cells past startpoint               from  slack (ns)
CTS           trigger_satisfied                      9  trigger_direction        0.53
global route  trigger_satisfied                      9  trigger_direction        0.34
finish        trigger_satisfied                      9  trigger_direction        0.53
[flip-flops by register name (all words and copies together) (netlist names)]
| name | flops |
|---|---|
| s_trigger_price | 8 |
| c_state | 4 |
| s_trigger_direction | 1 |
| s_trigger_write_enable | 1 |
| trigger_satisfied | 1 |
[per-stage QoR]
stage / setup slack (ns) / hold WS, ns / power, mW / area (um^2)
2_1_floorplan: 0.8875 / 0.4268 / 0.2361 / 844.6
3_3_place_gp: 0.3670 / 0.4647 / 0.2668 / 1109
3_5_place_dp: 0.3108 / 0.4641 / 0.2676 / 1109
4_1_cts: 0.5322 / 0.4733 / 0.4422 / 1154
5_1_grt: 0.3352 / 0.4998 / 0.4533 / 1154
6_report: 0.5265 / 0.4690 / 0.4332 / 1154
[where the power goes]
part | total (mW) | leakage (nW) | switching, mW | internal [mW]
clock network | 0.170 | 0.0228 | 0.0699 | 0.101
logic | 0.0483 | 0.278 | 0.0171 | 0.0312
registers | 0.214 | 0.141 | 0.0000000000000000910 | 0.214
total | 0.433 | 0.442 | 0.0870 | 0.346
[kinds of logic (layout without fill, tap and decap cells)]
kind of cell	after synthesis	in the layout	synth area share
mux	10	10	0.1185
buf+inv	15	38	0.06813
simple gates	27	27	0.1645
compound gates	12	12	0.1052
flops	15	15	0.3807
fa+ha+maj	11	11	0.1630
[Yosys cell counts]
cell type and count:
o2111ai_1 2, a211o_1 1, nor2_4 1, inv_1 12, nor2b_1 3, o211ai_1 1
a211oi_2 1, inv_2 1, nor2_1 13, o21ai_0 1, nand2_1 2, and2b_1 1
buf_2 1, or3_1 1, nand4_2 1, dfstp_2 1, clkbuf_1 1, o21ai_1 1
ha_1 11, nand4_1 1, a21oi_2 1, a21oi_1 3, dfrtp_1 3, mux2i_1 10
dfxtp_1 11, nand3_1 4, a21o_2 1
[per-layer routing]
| metal | GRT usage | part of all wire | routed length, um | up-vias |
|---|---|---|---|---|
| met3 | 0.02547 | 0.12 | 211 | 2 |
| met4 | 0.002946 | 0.0051 | 9 | 0 |
| met1 | 0.06315 | 0.46 | 812 | 288 |
| li1 | - | - | - | 352 |
| met5 | 0 | 0 | 0 | - |
| met2 | 0.06929 | 0.42 | 738 | 18 |
[area by class of cell]
class,count,area (um^2),area share
Clock buffer,4,45.04,0.03905
Multi-Input combinational cell,60,465.4,0.4035
Inverter,13,48.80,0.04230
Timing Repair Buffer,21,207.7,0.1800
Tap cell,52,65.06,0.05640
Sequential cell,15,321.6,0.2787
No activity file was given, so power comes from the tool's default toggle rates.
